--- /design/flow/run.sh ---
#!/bin/bash
# OpenROAD 26Q1-2900-gdf79404cd8, Yosys 0.63+post, stock flow scripts
make -C /OpenROAD-flow-scripts/flow DESIGN_CONFIG=/design/flow/config.mk WORK_HOME=/design/flow/orfs finish
--- /design/flow/config.mk ---
export PLATFORM = sky130hd
export DESIGN_NAME = RegFile
export DESIGN_NICKNAME = RegFile
export VERILOG_FILES = /design/flow/design.v
export SDC_FILE = /design/flow/constraint.sdc
export NUM_CORES = 4
export LEC_CHECK = 1
export CORE_UTILIZATION = 40
--- /design/flow/constraint.sdc ---
current_design RegFile

set clk_period 18.0
set clk_io_pct 0.2

create_clock -name clk0 -period $clk_period [get_ports {clk}]

set non_clock_inputs [all_inputs -no_clocks]
set_input_delay [expr $clk_period * $clk_io_pct] -clock clk0 $non_clock_inputs
set_output_delay [expr $clk_period * $clk_io_pct] -clock clk0 [all_outputs]
--- /design/flow/design.v ---
`timescale 1ns / 1ps
module RegFile(
  input                       clk,
  input                       rst,
  input                       read_en_1,
  input       [4:0] read_addr_1,
  output  reg [31:0]     read_data_1,
  input                       read_en_2,
  input       [4:0] read_addr_2,
  output  reg [31:0]     read_data_2,
  input                       write_en,
  input       [4:0] write_addr,
  input       [31:0]     write_data
);
  reg[31:0] registers[0:31];
  integer i;
  always @(posedge clk) begin
    if (rst) begin
      for (i = 0; i < 32; i = i + 1) begin
        registers[i] <= 0;
      end
    end
    else if (write_en && |write_addr) begin
      registers[write_addr] <= write_data;
    end
  end
  always @(*) begin
    if (rst) begin
      read_data_1 <= 0;
    end
    else if (read_addr_1 == write_addr && write_en && read_en_1) begin
      read_data_1 <= write_data;
    end
    else if (read_en_1) begin
      read_data_1 <= registers[read_addr_1];
    end
    else begin
      read_data_1 <= 0;
    end
  end
  always @(*) begin
    if (rst) begin
      read_data_2 <= 0;
    end
    else if (read_addr_2 == write_addr && write_en && read_en_2) begin
      read_data_2 <= write_data;
    end
    else if (read_en_2) begin
      read_data_2 <= registers[read_addr_2];
    end
    else begin
      read_data_2 <= 0;
    end
  end
endmodule  
==> flow_metrics.env <==
# implementation run metrics
export IMPL_synth_avg_cell_area_sq_um=13.0
export IMPL_warning_count=26
export IMPL_area_growth_synth_to_final_pct=11.5
export IMPL_largest_register_ff_count=1024
export IMPL_cap_violations=0
export IMPL_relSlewSlack=0.391
export IMPL_grt_busiest_layer="met2"
export IMPL_fmax_ghz=0.0860
export IMPL_critical_path_most_common_cell="buf_4"
export IMPL_worst_setup_hold_path_clk_slew_ns=0.06
export IMPL_htree_num_levels=3
export IMPL_aoi_share=0.0898
export IMPL_hold_viol_final=0
export IMPL_grt_start_max_net_pins=75
export IMPL_synth_cell_area_sq_um=56800
export IMPL_gr_usage_met2=0.409
export IMPL_postLayoutSetupSlackWorst_ns=6.37
export IMPL_worst_slew_pin_slew_ns=0.908
export IMPL_remaining_drc_errors=0
export IMPL_tritoncts="yes"
export IMPL_muxShareOfSynthArea=0.198
export IMPL_synthAdderAreaFrac=0
export IMPL_total_number_of_vias=37300
export IMPL_vias_in_the_first_global_route=38600
export IMPL_yosys_cell_types_count=46
export IMPL_die_footprint_sq_um=143000
export IMPL_ir_worst_vdd_mv=0.0849
export IMPL_crit_path_max_incr_delay_ns=0.76
export IMPL_rsz0062_at_grt="no"
export IMPL_netlist_logic_family_top="multiplexers"
export IMPL_grt_pass1_wl_um=277000
export IMPL_cts_buffers_inserted=110
export IMPL_worstPathCellList="buf_8, buf_4, buf_4, and2_4, buf_4, a22oi_1, a21oi_1, a21oi_1, a22o_1, clkdlybuf4s50_1"
export IMPL_power_per_cell_area_nw_per_um2=93.4
export IMPL_io_buffers=115
export IMPL_synth_async_reset_ratio=0
export IMPL_final_setup_viol_count=0
export IMPL_worstHoldPathCells=1
export IMPL_fp_utilization=0.405
export IMPL_firstDrtPassIters=5
export IMPL_core_area_sq_um=140000
export IMPL_cts_path_max_buffers=3
export IMPL_use_met3=0.197
export IMPL_grtUsageTotal=0.293
export IMPL_globalplace_congestion=0.935
export IMPL_wl_per_cell_um=31.0
export IMPL_largest_register="registers"
export IMPL_ys_chip_area_sq_um=56800
export IMPL_critPathSlowestCell="and2_4"
export IMPL_critical_path_arrival_ns=8.03
export IMPL_maximum_fanout_count_along_the_critical_path=45
export IMPL_timing_hold_worst_endpoint="registers[0][28]$_SDFFCE_PN0P_"
export IMPL_synth_flop_count=1024
export IMPL_ios=116
export IMPL_worst_setup_path_type="input port to output port"
export IMPL_cts_root_buffer="clkbuf_16"
export IMPL_ant_nets=0
export IMPL_post_route_cells_drive_above_1_share=0.127
export IMPL_worstSetupEndpointType="output port"
export IMPL_yosys_stat_cells=4353
export IMPL_post_cts_setup_buffers=0
export IMPL_final_util=0.451
export IMPL_min_period_over_period=0.646
export IMPL_min_delay_start="rst"
export IMPL_setup_tns_ns=0
export IMPL_required_ns=14.40
export IMPL_tot_pwr_mw=5.91
export IMPL_cts_resized=0
export IMPL_slew_limit_fails=0
export IMPL_detailedPlace_worstSlack_ns=6.40
export IMPL_seq_area_frac_synth=0.542
export IMPL_totalWireLength_um=195000
export IMPL_power_leakage_nw=23.3
export IMPL_post_synth_xor_area_fraction=0.00154
export IMPL_cp_num_cells=10
export IMPL_ys_warn_count=1
export IMPL_timing_critical_path_max_delay_family="buffers and inverters"
export IMPL_cts_num_sinks=1024
export IMPL_number_of_enable_flip_flop_cells=1024
export IMPL_synth_area_leader_cell="edfxtp_1"
export IMPL_drt_iter0_drc=2536
export IMPL_yosys_area_top_type_share=0.542
export IMPL_avgViaCountPerCell=5.92
export IMPL_synth_area_top_cells="edfxtp_1, mux2i_1, and2_1"
export IMPL_whs_ns=3.31
export IMPL_grt_util_met1=0.371
export IMPL_cts_hold_buffers=0
export IMPL_period_needed_ns=11.63
export IMPL_crit_path_start_kind="input port"
export IMPL_ff_type="edfxtp_1"
export IMPL_rows=137
export IMPL_detailedPlacementHpwl_um=115000
export IMPL_die_height_um=379
export IMPL_grt_overflow_total=0
export IMPL_yosys_area_share_simple=0.128
export IMPL_die_width_um=379
export IMPL_synthesis_instances=4353
export IMPL_timing_critical_path_buf_inv=5
export IMPL_number_of_antenna_violations_at_the_first_check_in_global_routing=5
export IMPL_largest_registers="registers: 1024 flops"
export IMPL_outcome="finished clean"
export IMPL_min_path_type="input port to flop"
-- worst max-delay path by stage --
stage | startpoint | end | slack (ns)
after global routing | read_addr_1[0] | read_data_1[8] | 6.18
after CTS | read_addr_1[0] | read_data_1[15] | 6.41
final | read_addr_2[1] | read_data_2[5] | 6.37
-- synthesized netlist by cell type, types with 2 or more instances --
library cell  count
edfxtp_1       1024
and2_1          996
mux2i_1         809
a22oi_1         372
clkbuf_1        279
a21oi_1         156
mux4_2          140
buf_2            73
a211oi_1         64
nand2_1          63
buf_4            55
nor2_1           38
nand3b_1         36
a22o_1           32
a32o_1           31
buf_6            31
o21ai_0          31
or2_2            31
a21boi_0         30
nor2b_1          10
buf_1             7
xnor2_1           6
buf_8             5
xor2_1            4
nand3_1           3
or3b_2            3
clkbuf_4          2
nand2b_1          2
nand4_1           2
o21ai_1           2
-- area by class of cell --
| type | instances | area, sq um |
|---|---|---|
| repair buffers | 277 | 2380 |
| clock inverters | 72 | 802 |
| diodes | 4 | 10.0 |
| multi-input cells | 2907 | 24000 |
| inverters | 1 | 3.75 |
| well taps | 1876 | 2350 |
| clock buffers | 137 | 2940 |
| flip-flops and latches | 1024 | 30700 |
| fillers | 12300 | 76900 |
-- placed cells by master (no fill, tap or decap), types with 23 or more instances in the layout --
cell type        instances
buf_4                  162
a211oi_1                64
nand3b_1                36
clkbuf_16              114
mux2i_1                809
clkinv_1                27
or2_2                   31
conb_1                  32
nor2_2                  26
nand2_1                 63
mux4_2                 140
edfxtp_1              1024
a21boi_0                30
o21ai_0                 31
and2_1                 994
a21oi_1                156
clkbuf_1                23
a22o_1                  32
a22oi_1                372
a32o_1                  31
clkdlybuf4s50_1        105
-- logic make-up after synthesis --
kind of cell / after synthesis
compound gates: 724
xor+xnor: 10
buf+inv: 453
flops: 1024
mux: 950
other cells: 1
simple gates: 1191
-- per-stage QoR --
| stage | instance area, sq um | instances |
|---|---|---|
| 6_report | 63300 | 6298 |
| 5_1_grt | 63300 | 6294 |
| 4_1_cts | 63300 | 6293 |
| 3_5_place_dp | 59500 | 6084 |
| 3_3_place_gp | 59500 | 6084 |
| 2_1_floorplan | 56900 | 4384 |
-- layer usage --
layer,part of all wire,vias to the layer above
met4,0.046,12
met1,0.36,18100
li1,-,16300
met5,0.0019,-
met2,0.43,2455
met3,0.16,451
-- report_power, final --
group / switching, mW / total, mW / leakage (nW) / internal [mW]
Clock: 0.969 / 2.38 / 1.83 / 1.41
Combinational: 0.456 / 0.715 / 11.8 / 0.259
Sequential: 0.0633 / 2.82 / 9.75 / 2.76
No activity file was given, so power comes from the tool's default toggle rates.
