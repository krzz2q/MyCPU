[flow/design.v]
`timescale 1ns / 1ps
module EX(
  input       [5:0]        funct,
  input       [4:0]        shamt,
  input       [31:0]         operand_1,
  input       [31:0]         operand_2,
  input                           mem_read_flag_in,
  input                           mem_write_flag_in,
  input                           mem_sign_ext_flag_in,
  input       [3:0]      mem_sel_in,
  input       [31:0]         mem_write_data_in,
  input                           reg_write_en_in,
  input       [4:0]     reg_write_addr_in,
  input       [31:0]         current_pc_addr_in,
  input       [31:0]         hi_in,
  input       [31:0]         lo_in,
  input                           mult_div_done,
  input       [63:0]  mult_div_result,
  input                           cp0_write_en_in,
  input                           cp0_read_en_in,
  input       [7:0]     cp0_addr_in,
  input       [31:0]         cp0_write_data_in,
  input       [31:0]         cp0_read_data_in,
  input                           eret_flag_in,
  input                           syscall_flag_in,
  input                           break_flag_in,
  input                           delayslot_flag_in,
  output                          ex_load_flag,
  output                          mem_read_flag_out,
  output                          mem_write_flag_out,
  output                          mem_sign_ext_flag_out,
  output      [3:0]      mem_sel_out,
  output      [31:0]         mem_write_data_out,
  output  reg [31:0]         result,
  output                          reg_write_en_out,
  output      [4:0]     reg_write_addr_out,
  output      [31:0]         current_pc_addr_out,
  output  reg                     hilo_write_en,
  output  reg [31:0]         hi_out,
  output  reg [31:0]         lo_out,
  output  reg                     stall_request,
  output                          cp0_write_en_out,
  output      [31:0]         cp0_write_data_out,
  output      [7:0]     cp0_addr_out,
  output                          eret_flag_out,
  output                          syscall_flag_out,
  output                          break_flag_out,
  output                          delayslot_flag_out
);
  wire multdiv_inst = (funct == 6'b011000 || funct == 6'b011001
                    || funct == 6'b011010  || funct == 6'b011011);
  assign ex_load_flag = mem_read_flag_in;
  assign mem_read_flag_out = mem_read_flag_in;
  assign mem_write_flag_out = mem_write_flag_in;
  assign mem_sign_ext_flag_out = mem_sign_ext_flag_in;
  assign mem_sel_out = mem_sel_in;
  assign mem_write_data_out = mem_write_data_in;
  assign reg_write_en_out = reg_write_en_in && !mem_write_flag_in;
  assign reg_write_addr_out = reg_write_addr_in;
  assign current_pc_addr_out = current_pc_addr_in;
  assign cp0_write_en_out = cp0_write_en_in;
  assign cp0_write_data_out = cp0_write_data_in;
  assign cp0_addr_out = cp0_addr_in;
  assign eret_flag_out = eret_flag_in;
  assign syscall_flag_out = syscall_flag_in;
  assign break_flag_out = break_flag_in;
  assign delayslot_flag_out = delayslot_flag_in;
  wire[31:0] operand_2_mux =
      (funct == 6'b100011 || funct == 6'b101010)
        ? (~operand_2) + 1 : operand_2;
  wire[31:0] result_sum = operand_1 + operand_2_mux;
  wire operand_1_lt_operand_2 = funct == 6'b101010 ?
        ((operand_1[31] && !operand_2[31]) ||
          (!operand_1[31] && !operand_2[31] && result_sum[31]) ||
          (operand_1[31] && operand_2[31] && result_sum[31]))
      : (operand_1 < operand_2);
always @(*) begin
    case (funct)
      6'b001001, 6'b100101: result <= operand_1 | operand_2;
      6'b100100: result <= operand_1 & operand_2;
      6'b100110: result <= operand_1 ^ operand_2;
      6'b010000: result <= hi_in;
      6'b010010: result <= lo_in;
      6'b101010, 6'b101011: result <= {31'b0, operand_1_lt_operand_2};
      6'b100001, 6'b100011: result <= result_sum;
      6'b000000: result <= operand_2 << shamt;
      6'b000100: result <= operand_2 << operand_1[4:0];
      6'b000110: result <= operand_2 >> operand_1[4:0];
      6'b000111: result <= ({32{operand_2[31]}} << (6'd32 - {1'b0, operand_1[4:0]})) | operand_2 >> operand_1[4:0];
      6'b100111: result <= ~(operand_1|operand_2);
      6'b000011: result <= ({32{operand_2[31]}} << (6'd32 - {1'b0, shamt})) | operand_2 >> shamt;
      6'b000010: result <= operand_2 >> shamt;
      default: result <= cp0_read_en_in ? cp0_read_data_in : 0;
    endcase
  end
    always @(*) begin
    case (funct)
      6'b011000, 6'b011001, 
      6'b011010, 6'b011011: begin
        stall_request <= !mult_div_done;
      end
      default: stall_request <= 0;
    endcase
  end
  always @(*) begin
    case (funct)
      6'b011000, 6'b011001, 
      6'b011010, 6'b011011: begin
        hilo_write_en <= 1;
        hi_out <= mult_div_result[63:32];
        lo_out <= mult_div_result[31: 0];
      end
      6'b010001: begin
        hilo_write_en <= 1;
        hi_out <= operand_1;
        lo_out <= lo_in;
      end
      6'b010011: begin
        hilo_write_en <= 1;
        hi_out <= hi_in;
        lo_out <= operand_1;
      end
      default: begin
        hilo_write_en <= 0;
        hi_out <= hi_in;
        lo_out <= lo_in;
      end
    endcase
  end
endmodule  
[flow/run.sh]
#!/bin/bash
# OpenROAD 26Q1-2900-gdf79404cd8, Yosys 0.63+post, stock flow scripts
make -C /OpenROAD-flow-scripts/flow DESIGN_CONFIG=/design/flow/config.mk WORK_HOME=/design/flow/orfs finish
[flow/config.mk]
export PLATFORM = sky130hd
export DESIGN_NAME = EX
export DESIGN_NICKNAME = EX
export VERILOG_FILES = /design/flow/design.v
export SDC_FILE = /design/flow/constraint.sdc
export NUM_CORES = 4
export LEC_CHECK = 1
export CORE_AREA = 10 10 256 256
export DIE_AREA = 0 0 266 266
[flow/constraint.sdc]
current_design EX

set clk_period 16.1
set clk_io_pct 0.2

create_clock -name clk0 -period $clk_period

set non_clock_inputs [all_inputs -no_clocks]
set_input_delay [expr $clk_period * $clk_io_pct] -clock clk0 $non_clock_inputs
set_output_delay [expr $clk_period * $clk_io_pct] -clock clk0 [all_outputs]
==> out/results.txt <==
outcome: finished clean
setup TNS: 0 ns
syn avg cell area: 6.797 um^2
GP Congestion: 1.072
gr ovfl total: 0
Top cell excl fill/tap: clkdlybuf4s50_1
CP required: 12.88 ns
CP startpoint kind: input pin
post-layout period usage: 77.44%
Filler cells: 6734
routed vias: 16440
total track usage: 23.77%
initial core utilization: 20.64%
Slowest-stage cell, CP: or4b_2
Placed Cells: 2753
maxcap violations: 0
most frequent logic cells in the routed design: 337 x clkdlybuf4s50_1, 173 x nand2_1, 129 x ha_1
warnings from Yosys: 1
cts hold-fix bufs: 0
fin. max-slew vios: 0
final-layout clock buffer total: 0
starting DRC count in detailed routing: 2069
core area: 0.06013 mm^2
DR WL/cell: 31.46 um
CP endpoint kind: primary output
Vias/cell: 5.966
placed cell area: 0.01588 mm^2
Finished Layout Cells: 2756
Comb area: 0.01067 mm^2
Worst path max stage delay: 0.67 ns
I/O Pins: 580
VDD IR max: 0.01564 mV
min cycle time layout: 12.47 ns
CP max FO: 7
area grow syn2layout: 28.02%
Residual DRC: 0
port bufs: 339
NetSw: 323.3 uW
cells after synthesis: 1826
largest net degree at the start of global routing: 47
Slew headroom: 37.68%
post-route ant nets: 0
die footprint: 0.07076 mm^2
initial antenna violation count: 8
worst min path class: in2out
Final setup violation count: 0
RSZ-0062 raised after global routing: no
post-route design area: 0.01589 mm^2
first-pass GRT wire length: 121.3 mm
synthesized area: 0.01241 mm^2
sequential area share after synthesis: 0%
Post-CTS Setup Bufs: 0
Internal Pwr Total: 225.7 uW
Rows: 90
worst-path cell chain: clkdlybuf4s50_1 > inv_1 > ha_1 > or4b_2 > nand3b_1 > nor2_1 > and2_1 > nand2_1 > nor2_1 > a21oi_1 > xnor2_1 > ha_1 > a211oi_1 > nor2b_1 > o2111ai_1 > nand4_1 > nand4b_1 > xnor2_1 > o211ai_1 > clkdlybuf4s50_1
Power Total: 549.0 uW
FMAX: 0.08021 GHz
Leak: 6.060 nW
Worst-Margin Slew: 0.9250 ns
endpoints failing hold: 0
Pwr per Cell Area: 34.56 mW/mm^2
share of post-route cells with drive strength above 1: 7.154%
Cell Type Count: 86
post_cts resized: 0
stage-log warning count: 96
WS Path Type: in2out
yosys stat chip area: 0.01241 mm^2
crit path DAT: 9.25 ns
DIE WIDTH: 266 um
# Cells Yosys: 1826
vias in the first global route: 16040
flop count: 0
Sw Share: 58.89%
Flop area: 0 um^2
DR pass1 iterations: 7
DP HPWL: 71.42 mm
hold_ws: 6.440 ns
drt total wl: 86.70 mm
Die H: 266 um
## routing by layer
layer	share of wire, %	global-route usage [%]	vias up
met5	0.15	0	-
met4	5.9	11.07	12
met3	11	7.641	270
met2	43	36.45	1166
met1	40	29.89	7784
li1	-	-	7211
## metrics by stage
step                utilization [%]  setup WS (ns)
floorplan                         -          5.954
global placement              26.41          3.800
detailed placement            26.41          3.758
CTS                           26.41          3.721
global route                  26.41          3.367
finish                        26.42          3.633
## synthesized netlist by cell type (16+ instances only)
master | number | share of area (%)
buf_2 | 20 | 0.81
a222oi_1 | 21 | 1.7
a22o_1 | 24 | 1.7
buf_4 | 122 | 7.4
a21oi_1 | 110 | 4.4
mux2_2 | 30 | 2.7
o211ai_1 | 26 | 1.6
o221ai_1 | 24 | 1.7
a22oi_1 | 66 | 4.0
a311oi_1 | 16 | 1.1
clkbuf_1 | 108 | 3.3
nor4_1 | 17 | 0.86
nand4_1 | 16 | 0.81
mux2i_1 | 42 | 3.4
a221o_1 | 42 | 3.4
nor2_1 | 91 | 2.8
inv_1 | 78 | 2.4
xnor2_1 | 49 | 3.5
nand2b_1 | 32 | 1.6
a31oi_1 | 23 | 1.2
nor3_1 | 69 | 2.8
a211oi_1 | 73 | 4.4
nand2_1 | 173 | 5.2
a221oi_1 | 19 | 1.3
ha_1 | 129 | 13
nand3_1 | 45 | 1.8
o21ai_0 | 100 | 4.0
o22ai_1 | 18 | 0.91
## path summary, 6_finish.rpt
kind,start,end,slack (ns),cells past startpoint
worst max-delay path,operand_2[1],result[0],3.63,20
worst min-delay path,cp0_addr_in[2],cp0_addr_out[2],6.44,0
## layout make-up
type / instances / share of cell area [%]
multi-input cells: 1477 / 67.16
inverters: 84 / 1.985
well taps: 782 / 6.158
repair buffers: 410 / 24.65
diodes: 3 / 0.04725
## power by group through the flow
stage | sequential [mW] | clock (mW) | combinational (mW)
4_1_cts | 0 | 0 | 0.537
5_1_grt | 0 | 0 | 0.581
## kinds of logic after synthesis
group	Yosys count	share of synthesized area (%)
buf+inv	349	14.45
mux	81	7.672
simple gates	513	20.07
fa+ha+maj	130	13.17
xor+xnor	64	4.517
compound gates	689	40.13
## worst max-delay path, delay by kind of cell
kind | cells | cell delay, ns
and+or+nand+nor | 9 | 2.23
buffers and inverters | 3 | 1.38
AOI/OAI and AO/OA | 4 | 1.20
adders and majority gates | 2 | 0.57
xor gates and xnor gates | 2 | 0.64
No activity file was given, so power comes from the tool's default toggle rates.
